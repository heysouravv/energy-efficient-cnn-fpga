## ./run.sh

```bash
#!/bin/bash
# OpenROAD 26Q1-2900-gdf79404cd8, Yosys 0.63+post, stock flow scripts
make -C /OpenROAD-flow-scripts/flow DESIGN_CONFIG=/design/flow/config.mk WORK_HOME=/design/flow/orfs finish
```

## ./config.mk

```make
export PLATFORM = sky130hd
export DESIGN_NAME = energy_efficient_cnn
export DESIGN_NICKNAME = energy_efficient_cnn
export VERILOG_FILES = /design/flow/design.v
export SDC_FILE = /design/flow/constraint.sdc
export NUM_CORES = 4
export LEC_CHECK = 1
export CORE_UTILIZATION = 30
```

## ./constraint.sdc

```tcl
current_design energy_efficient_cnn

set clk_period 1.8
set clk_io_pct 0.2

create_clock -name clk0 -period $clk_period [get_ports {clk}]

set non_clock_inputs [all_inputs -no_clocks]
set_input_delay [expr $clk_period * $clk_io_pct] -clock clk0 $non_clock_inputs
set_output_delay [expr $clk_period * $clk_io_pct] -clock clk0 [all_outputs]
```

## ./design.v

```verilog
`timescale 1ns / 1ps
module energy_efficient_cnn (
    input wire clk,
    input wire rst,
    input wire [63:0] image_input,  
    input wire start,
    output reg [3:0] classification,
    output reg done
);
    parameter INPUT_SIZE = 64;
    parameter CONV1_FILTERS = 4;
    parameter CONV1_SIZE = 3;
    parameter POOL_SIZE = 2;
    parameter FC_NEURONS = 10;
    reg [7:0] quantized_input [63:0];
    reg [7:0] conv1_output [3:0][35:0];  
    reg [7:0] pool_output [3:0][8:0];   
    reg [7:0] fc_output [9:0];
    reg conv1_clk_en, pool_clk_en, fc_clk_en;
    wire gated_conv1_clk, gated_pool_clk, gated_fc_clk;
    reg conv1_power_en, pool_power_en, fc_power_en;
    reg [2:0] state;
    parameter IDLE = 3'd0, QUANTIZE = 3'd1, CONV1 = 3'd2, POOL = 3'd3, FC = 3'd4, DONE = 3'd5;
    assign gated_conv1_clk = clk & conv1_clk_en;
    assign gated_pool_clk = clk & pool_clk_en;
    assign gated_fc_clk = clk & fc_clk_en;
    integer i, j, f;
    always @(posedge clk or posedge rst) begin
        if (rst) begin
            for (i = 0; i < INPUT_SIZE; i = i + 1) begin
                quantized_input[i] <= 8'd0;
            end
        end else if (state == QUANTIZE) begin
            for (i = 0; i < INPUT_SIZE; i = i + 1) begin
                quantized_input[i] <= image_input[i] ? 8'd255 : 8'd0;
            end
        end
    end
    always @(posedge gated_conv1_clk or posedge rst) begin
        if (rst) begin
            for (f = 0; f < CONV1_FILTERS; f = f + 1) begin
                for (i = 0; i < 36; i = i + 1) begin
                    conv1_output[f][i] <= 8'd0;
                end
            end
        end else if (state == CONV1 && conv1_power_en) begin
            for (f = 0; f < CONV1_FILTERS; f = f + 1) begin
                for (i = 0; i < 6; i = i + 1) begin
                    for (j = 0; j < 6; j = j + 1) begin
                        conv1_output[f][i*6+j] <= quantized_input[(i+1)*8+j+1];
                    end
                end
            end
        end
    end
    always @(posedge gated_pool_clk or posedge rst) begin
        if (rst) begin
            for (f = 0; f < CONV1_FILTERS; f = f + 1) begin
                for (i = 0; i < 9; i = i + 1) begin
                    pool_output[f][i] <= 8'd0;
                end
            end
        end else if (state == POOL && pool_power_en) begin
            for (f = 0; f < CONV1_FILTERS; f = f + 1) begin
                for (i = 0; i < 3; i = i + 1) begin
                    for (j = 0; j < 3; j = j + 1) begin
                        pool_output[f][i*3+j] <= max(max(conv1_output[f][i*12+j*2], conv1_output[f][i*12+j*2+1]),
                                                     max(conv1_output[f][(i*2+1)*6+j*2], conv1_output[f][(i*2+1)*6+j*2+1]));
                    end
                end
            end
        end
    end
    always @(posedge gated_fc_clk or posedge rst) begin
        if (rst) begin
            for (i = 0; i < FC_NEURONS; i = i + 1) begin
                fc_output[i] <= 8'd0;
            end
        end else if (state == FC && fc_power_en) begin
            for (i = 0; i < FC_NEURONS; i = i + 1) begin
                fc_output[i] <= pool_output[i % CONV1_FILTERS][i / CONV1_FILTERS];
            end
        end
    end
    always @(posedge clk or posedge rst) begin
        if (rst) begin
            state <= IDLE;
            classification <= 4'd0;
            done <= 1'b0;
            conv1_clk_en <= 1'b0;
            pool_clk_en <= 1'b0;
            fc_clk_en <= 1'b0;
            conv1_power_en <= 1'b0;
            pool_power_en <= 1'b0;
            fc_power_en <= 1'b0;
        end else begin
            case (state)
                IDLE: begin
                    if (start) begin
                        state <= QUANTIZE;
                        done <= 1'b0;
                    end
                end
                QUANTIZE: begin
                    state <= CONV1;
                    conv1_clk_en <= 1'b1;
                    conv1_power_en <= 1'b1;
                end
                CONV1: begin
                    state <= POOL;
                    conv1_clk_en <= 1'b0;
                    pool_clk_en <= 1'b1;
                    pool_power_en <= 1'b1;
                end
                POOL: begin
                    state <= FC;
                    pool_clk_en <= 1'b0;
                    fc_clk_en <= 1'b1;
                    fc_power_en <= 1'b1;
                end
                FC: begin
                    state <= DONE;
                    fc_clk_en <= 1'b0;
                end
                DONE: begin
                    classification <= get_max_index(fc_output[0], fc_output[1], fc_output[2], fc_output[3],
                                                    fc_output[4], fc_output[5], fc_output[6], fc_output[7],
                                                    fc_output[8], fc_output[9]);
                    done <= 1'b1;
                    state <= IDLE;
                    conv1_power_en <= 1'b0;
                    pool_power_en <= 1'b0;
                    fc_power_en <= 1'b0;
                end
            endcase
        end
    end
    function [7:0] max;
        input [7:0] a, b;
    begin
        max = (a > b) ? a : b;
    end
    endfunction
    function [3:0] get_max_index;
        input [7:0] v0, v1, v2, v3, v4, v5, v6, v7, v8, v9;
        reg [7:0] max_val;
        reg [3:0] max_idx;
        integer k;
    begin
        max_val = v0;
        max_idx = 4'd0;
        if (v1 > max_val) begin max_val = v1; max_idx = 4'd1; end
        if (v2 > max_val) begin max_val = v2; max_idx = 4'd2; end
        if (v3 > max_val) begin max_val = v3; max_idx = 4'd3; end
        if (v4 > max_val) begin max_val = v4; max_idx = 4'd4; end
        if (v5 > max_val) begin max_val = v5; max_idx = 4'd5; end
        if (v6 > max_val) begin max_val = v6; max_idx = 4'd6; end
        if (v7 > max_val) begin max_val = v7; max_idx = 4'd7; end
        if (v8 > max_val) begin max_val = v8; max_idx = 4'd8; end
        if (v9 > max_val) begin max_val = v9; max_idx = 4'd9; end
        get_max_index = max_idx;
    end
    endfunction
endmodule
```

==> impl_metrics.xml <==
<?xml version="1.0" encoding="UTF-8"?>
<metrics>
  <group name="cells_and_area">
    <metric name="layout_top_cells" unit="">46 x dfrtp_1, 19 x clkbuf_8, 19 x clkdlybuf4s50_1</metric>
    <metric name="layoutNonFillerInstCount" unit="">233</metric>
    <metric name="sequential_cell_area" unit="um2">1180</metric>
    <metric name="comb_area" unit="um2">547</metric>
    <metric name="num-fill-cells" unit="">482</metric>
    <metric name="final_layout_size_suffix_gt1_share" unit="%">32.9</metric>
    <metric name="final_common_cell" unit="">dfrtp_1</metric>
    <metric name="syn_to_final_growth" unit="%">33.6</metric>
  </group>
  <group name="sta">
    <metric name="tightestPinTransition" unit="ns">0.608</metric>
    <metric name="timing.final.setup_violations" unit="">0</metric>
    <metric name="rsz_0062_raised_after_global_routing" unit="">no</metric>
    <metric name="fin_skew" unit="ns">0.0946</metric>
    <metric name="maximum_clock_rate" unit="GHz">0.595</metric>
    <metric name="hold-worst-slack" unit="ns">0.127</metric>
    <metric name="setup-tns-final" unit="ns">0</metric>
    <metric name="slew_viol_final" unit="">0</metric>
    <metric name="max-slew-margin-rel" unit="%">59.5</metric>
    <metric name="final.period_utilization" unit="%">93.3</metric>
    <metric name="post-route-min-period" unit="ns">1.68</metric>
    <metric name="final_hold_viol_count" unit="">0</metric>
  </group>
  <group name="global_route">
    <metric name="grt_pass1_wl" unit="mm">5.30</metric>
    <metric name="grt_pass1_vias" unit="">1182</metric>
    <metric name="global_route.usage.total" unit="%">11.7</metric>
    <metric name="antenna_found_initial" unit="">0</metric>
    <metric name="grt_overflow_total" unit="">0</metric>
    <metric name="grt_max_degree" unit="">48</metric>
  </group>
  <group name="hold_path">
    <metric name="worst_hold_path_type" unit="">in -&gt; async</metric>
  </group>
  <group name="logic_synthesis">
    <metric name="synth_cell_types" unit="">22</metric>
    <metric name="avgSynthCellArea" unit="um2">15.0</metric>
    <metric name="yosysSeqAreaShare" unit="%">66.9</metric>
    <metric name="post_synth_instance_area" unit="um2">1760</metric>
    <metric name="synth_flops" unit="">47</metric>
    <metric name="synth.yosys.warnings" unit="">5</metric>
    <metric name="synth_stat.cells" unit="">117</metric>
    <metric name="synth-area-yosys" unit="um2">1760</metric>
    <metric name="post_synth_inst_count" unit="">117</metric>
  </group>
  <group name="floorplanning">
    <metric name="floorplan.die.height" unit="um">78.6</metric>
    <metric name="pin_count" unit="">72</metric>
    <metric name="fp_util" unit="%">31.6</metric>
    <metric name="chip_area" unit="um2">6180</metric>
    <metric name="fp.dieW" unit="um">78.6</metric>
    <metric name="design.core.area" unit="um2">5570</metric>
    <metric name="num_rows" unit="">27</metric>
  </group>
  <group name="placement">
    <metric name="detailedPlacementHpwl" unit="mm">1.81</metric>
    <metric name="globalplace.congestion" unit="">0.721</metric>
    <metric name="port-buffer-count" unit="">19</metric>
    <metric name="place_inst" unit="">205</metric>
  </group>
  <group name="critical_path">
    <metric name="path_class" unit="">reg -&gt; out</metric>
    <metric name="timing.critical_path.fanout_max" unit="">3</metric>
    <metric name="worst-endpoint-required" unit="ns">1.44</metric>
    <metric name="crit_end_element" unit="">output pin</metric>
    <metric name="cp_launch_type" unit="">flop</metric>
    <metric name="critPathTopFamily" unit="">buffers and inverters</metric>
    <metric name="critical_path_arrival" unit="ns">1.32</metric>
    <metric name="crit_slowest_cell" unit="">clkdlybuf4s50_1</metric>
    <metric name="crit_chain" unit="">clkdlybuf4s50_1</metric>
    <metric name="path_buffers" unit="">1</metric>
    <metric name="cpPeakStageDelay" unit="ns">0.47</metric>
    <metric name="r2r_slack" unit="ns">0.55</metric>
  </group>
  <group name="routing">
    <metric name="drtAntennaViolNets" unit="">0</metric>
    <metric name="route.vias.total" unit="">1046</metric>
    <metric name="routed_wirelength" unit="mm">2.93</metric>
    <metric name="drt_first_pass_iters" unit="">4</metric>
    <metric name="starting_drc_count_in_detailed_routing" unit="">32</metric>
    <metric name="wl_per_cell" unit="um">12.6</metric>
    <metric name="drc" unit="">0</metric>
    <metric name="drt_via_density" unit="">4.49</metric>
    <metric name="antenna-diode-count" unit="">0</metric>
  </group>
  <group name="power">
    <metric name="power.leakage" unit="nW">1.18</metric>
    <metric name="power.density_cell_area" unit="nW/um2">655</metric>
    <metric name="vdd_ir_drop_max" unit="mV">0.451</metric>
  </group>
  <group name="run">
    <metric name="drv_cap" unit="">0</metric>
    <metric name="tool_warnings" unit="">77</metric>
  </group>
  <group name="clocking">
    <metric name="late_pin_clk_latency" unit="ns">0.59</metric>
    <metric name="post_cts_buffers" unit="">0</metric>
    <metric name="path_clk_slew" unit="ns">0.06</metric>
    <metric name="cts_tree" unit="">done</metric>
  </group>
  <group name="outcome">
    <metric name="run_status" unit="">finished, final reports clean</metric>
  </group>
</metrics>
-- cell usage after synthesis --
cell | number | area (um2)
mux2_4 | 10 | 150
and2_1 | 4 | 25.0
dfrtp_1 | 46 | 1150
nand2b_1 | 2 | 12.5
o21ai_0 | 1 | 5.00
dfstp_2 | 1 | 26.3
buf_4 | 1 | 7.51
inv_1 | 2 | 7.51
o22a_1 | 1 | 8.76
buf_6 | 1 | 11.3
nor2_1 | 12 | 45.0
nand2_1 | 1 | 3.75
a21boi_0 | 1 | 7.51
nor2b_1 | 2 | 12.5
nand3b_1 | 1 | 7.51
nand2_2 | 1 | 6.26
a31oi_1 | 3 | 18.8
nor4_1 | 3 | 18.8
a21oi_1 | 3 | 15.0
nor3b_1 | 1 | 7.51
buf_2 | 2 | 10.0
mux2_2 | 18 | 203
-- final cells by class --
type	count	area share, %
Timing Repair Buffer	23	10.2
Clock buffer	22	11.6
Tap cell	72	3.83
Clock inverter	3	0.745
Multi-Input combinational cell	64	23.2
Inverter	2	0.319
Sequential cell	47	50.1
-- cell families after synthesis --
group	Yosys count	synth area share [%]
simple gates	27	7.89
mux	28	20.0
flops	47	66.9
buf+inv	6	2.06
compound gates	9	3.13
-- path summary, 6_finish.rpt --
kind                         startpoint                      to  cells after the start
hold reg to reg                state[1]                state[4]                      0
min in group gated            fc_clk_en              clock gate                      1
max in group asynchronous           rst                state[0]                      3
setup reg to reg               state[3]  quantized_input[12][6]                      1
hold / removal                      rst         fc_output[4][6]                      3
min in group clk0              state[1]                state[4]                      0
setup / recovery                   done                    done                      1
max in group gated         conv1_clk_en              clock gate                      1
-- power by group --
part / switching, W / leakage [nW] / internal, W
combinational: 0.0000241 / 0.369 / 0.0000315
sequential: 0 / 0.653 / 0.000652
clock: 0.000322 / 0.154 / 0.000512
total: 0.000346 / 1.18 / 0.00119
-- registers in the layout, indices dropped and copies added, names as in the netlist --
register	count
conv1_output	12
quantized_input	12
state	6
classification	4
fc_output	3
pool_output	3
conv1_clk_en	1
conv1_power_en	1
done	1
fc_clk_en	1
fc_power_en	1
pool_clk_en	1
pool_power_en	1
-- metal layers --
metal,up-vias,track usage (%),part of all wire (%)
li1,484,-,-
met1,512,16.9,45
met2,39,15.2,45
met3,11,6.26,8.0
met4,0,4.44,2.6
met5,-,0,0
-- repair_timing --
item,in CTS,in global routing
gates resized,0,0
hold endpoints to repair,3,0
hold buffers,3,0
-- through the flow --
step | worst slack, ns | utilization, % | area [um2] | power [W]
final | 0.120 | 42.2 | 2350 | 0.00154
after global routing | 0.0594 | 42.2 | 2350 | 0.00163
after floorplan | 0.326 | - | 1760 | 0.000680
after global placement | 0.557 | 36.5 | 2030 | 0.000720
after CTS | 0.0969 | 42.2 | 2350 | 0.00157
after detailed placement | 0.509 | 36.5 | 2030 | 0.000721
-- tightest hold or removal path: cells and delay by family --
family	cells	cell delay, ns
buffers and inverters	3	0.71
No activity file was given, so power comes from the tool's default toggle rates.
